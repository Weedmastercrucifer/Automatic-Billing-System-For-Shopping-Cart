**run.sh**
```bash
#!/bin/bash
# OpenROAD 26Q1-2900-gdf79404cd8, Yosys 0.63+post, stock flow scripts
make -C /OpenROAD-flow-scripts/flow DESIGN_CONFIG=/design/flow/config.mk WORK_HOME=/design/flow/orfs finish
```
**config.mk**
```make
export PLATFORM = sky130hd
export DESIGN_NAME = Clock_Division
export DESIGN_NICKNAME = Clock_Division
export VERILOG_FILES = /design/flow/design.v
export SDC_FILE = /design/flow/constraint.sdc
export NUM_CORES = 4
export LEC_CHECK = 1
export CORE_AREA = 10 10 80 80
export DIE_AREA = 0 0 90 90
```
**constraint.sdc**
```tcl
current_design Clock_Division

set clk_period 2.8
set clk_io_pct 0.2

create_clock -name clk0 -period $clk_period [get_ports {mClk}]

set non_clock_inputs [all_inputs -no_clocks]
set_input_delay [expr $clk_period * $clk_io_pct] -clock clk0 $non_clock_inputs
set_output_delay [expr $clk_period * $clk_io_pct] -clock clk0 [all_outputs]
```
**design.v**
```verilog
`timescale 1ns / 1ps
module Clock_Division(
    input mClk,
    input Reset,
    output Clk190
    ); 
    reg[18:0] Clk_Div; 
            always@(posedge mClk,posedge Reset)
            begin 
            if(Reset==1)
            Clk_Div=0;
            else
            Clk_Div=Clk_Div+1;
            end 
            assign Clk190=Clk_Div[18];
endmodule
```
==> qor.log <==
INFO  run            cap_viol_max_count=0
INFO  power          static_leakage=0.449nW
INFO  layout         fillers=503
INFO  die            top_level_ports=3
INFO  synthesis      synth_area=828µm²
INFO  layout         regArea=475µm²
INFO  die            initCoreUtil=17.5%
INFO  detailed_routing routed_wirelength=1220µm
INFO  timing         timing_hold_violations_final=0
INFO  timing         post-route-period-util=58.8%
INFO  detailed_routing detail_route.iter0.violations=42
INFO  placed_design  finalWeightedCongestion=0.772
INFO  synthesis      synth_area_per_cell=12.4µm²
INFO  synthesis      unique_cell_type_count_in_the_yosys_netlist=18
INFO  layout         post-route-cell-area=977µm²
INFO  clock_tree     cts_max_path_buffers=2
INFO  timing         max_freq=608MHz
INFO  placed_design  postPlaceCellArea=932µm²
INFO  worst_setup_path crit_fanout=2
INFO  power          pnr_total_power=0.000463W
INFO  die            rows=25
INFO  die            die_width=90µm
INFO  worst_setup_path worst_setup_path_start_kind=flop
INFO  synthesis      edf_count=0
INFO  worst_setup_path required_time_of_the_worst_setup_path=2240ps
INFO  timing         worst_relative_slew_slack=53.6%
INFO  min_path       min_delay_worst_type=reg2reg
INFO  clock_tree     cts.clk_slew.worst_paths=70ps
INFO  clock_tree     clock_sink_count=19
INFO  synthesis      postSynth.asyncResetShare=100%
INFO  synthesis      ys_seq_share=57.4%
INFO  synthesis      yosys.stat.chipArea=828µm²
INFO  detailed_routing antenna-diode-count=0
INFO  placed_design  hpwl=895µm
INFO  synthesis      ys.warnings.count=1
INFO  worst_setup_path critical_path.endpoint_type=primary output
INFO  timing         rsz_0062_raised_after_global_routing=false
INFO  synthesis      ys_ff=19
INFO  timing         worst_clock_skew=1.04ps
INFO  clock_tree     hold_buffers=0
INFO  placed_design  numPortBuffers=2
INFO  detailed_routing routed-via-count=476
INFO  clock_tree     cts.repair.resized=0
INFO  layout         post_route_cells_drive_above_1_share=9.59%
INFO  die            core_box_area=0.00472mm²
INFO  worst_setup_path crit_chain=clkdlybuf4s50_1
INFO  detailed_routing wl_per_cell=8.68µm
INFO  worst_setup_path critPathKind=reg2out
INFO  synthesis      ys_cells=67
INFO  grt            grt_start_max_net_pins=20
INFO  layout         layout_area_growth_over_synthesis=18.0%
INFO  power          power_per_cell_area=474mW/mm²
INFO  grt            grt_antenna_before_repair=0
INFO  worst_setup_path crit_family=buffers and inverters
INFO  synthesis      postSynth.topFlopCell=dfrtp_1
INFO  timing         final.min_clock_period=1650ps
INFO  layout         mi_logic_area=345µm²
INFO  worst_setup_path worst-endpoint-arrival=1090ps
INFO  grt            grt_first_pass_wirelength=2230µm
INFO  clock_tree     cts_post_setup_buffers_inserted=0
INFO  synthesis      post_synth_inst_count=67
INFO  timing         timing.setup.tns=0ps
INFO  power          vdd_drop_max=0.000127V
INFO  detailed_routing vias_per_cell=3.40
INFO  clock_tree     tritoncts.num_buffers=3
INFO  die            chip_area=0.00810mm²
INFO  die            floorplan.die.height=90µm
INFO  timing         final_max_slew_viol_count=0
INFO  clock_tree     clockRootBuffer=clkbuf_8
INFO  worst_setup_path critPathBufInv=1
INFO  layout         largest_reg_flops=19
INFO  grt            globalRouteOverflowTotal=0
INFO  detailed_routing drcViolationCount=0
INFO  grt            globalRouteTotalUtil=3.15%
INFO  worst_setup_path cpPeakStageDelay=480ps
INFO  detailed_routing drt_pass1_iterations=5
INFO  grt            via_count_of_the_first_global_routing_pass=500
INFO  run            log.warning_count=25
INFO  worst_setup_path cpMaxStageDelayCell=clkdlybuf4s50_1
INFO  detailed_routing drt.antenna.violating_nets=0
INFO  timing         report.final.setup_viol=0
INFO  clock_tree     insertion_delay_to_the_later_sink_of_the_worst_skew_pair=250ps
INFO  clock_tree     clock_tree.htree_level_count=1
INFO  clock_tree     cts_tree=yes
INFO  timing         worst_pin_slew=696ps
INFO  run_status     result_of_the_run=finished clean
[area by class of cell]
| class | count | share of cell area [%] |
|---|---|---|
| clock buffer | 4 | 4.61 |
| inverter | 2 | 0.768 |
| multi-input combinational | 46 | 35.3 |
| sequential | 19 | 48.7 |
| tap | 67 | 8.58 |
| timing repair buffer | 2 | 2.05 |
[cell families after synthesis]
family	count (synthesis)	share of synthesized area, %
and+or+nand+nor	28	22.2
buffers and inverters	2	0.907
xor gates and xnor gates	17	18.0
DFF	19	57.4
adders and majority gates	1	1.51
[cell usage in the layout (no fill, tap or decap)]
cell             count
clkbuf_8             3
and3_1               2
clkdlybuf4s50_1      2
nand4_2              1
or2_1                1
nor4_4               1
xor2_1               6
xnor2_1             11
and2_1               1
nand4_4              1
nand3_1              5
clkbuf_1             1
dfrtp_1             19
nand3_2              1
nor3_1               2
and4_1               1
inv_1                2
nor2_1               4
nand2_1              6
ha_1                 1
nand4_1              2
[report_power, final]
group | total, W | switching [W] | internal, W
Combinational | 0.00000637 | 0.00000509 | 0.00000129
Sequential | 0.000274 | 0 | 0.000274
Clock | 0.000182 | 0.0000814 | 0.000101
Total | 0.000463 | 0.0000865 | 0.000377
[metal layers]
metal / track usage [%] / routed length, µm / vias up
li1: - / - / 240
met1: 4.31 / 626 / 232
met2: 4.84 / 533 / 2
met3: 1.01 / 42 / 2
met4: 0.531 / 12 / 0
met5: 0 / 0 / -
[Yosys cell counts (all sizes together) (2+ instances only)]
cell    n  area share, %
dfrtp  19             57
inv     2           0.91
nand4   4            5.6
xor2    6            6.3
nor2    4            1.8
nand2   6            2.7
and3    2            1.5
nand3   6            4.2
xnor2  11             12
nor3    2            1.2
[stage by stage]
stage          util, %  hold slack, ps  setup WS, ps  cells
5_1_grt           20.7             493          1100    140
6_report          20.7             472          1150    140
2_1_floorplan        -             424          1450     67
3_3_place_gp      19.7             452          1310    136
3_5_place_dp      19.7             465          1270    136
4_1_cts           20.7             470          1130    140
[final timing paths]
kind                                to   startpoint  depth (start not counted)  slack, ps
min in group asynchronous  Clk_Div[16]        Reset                          2        720
min reg2reg                Clk_Div[16]  Clk_Div[16]                          1        470
max reg2reg                Clk_Div[16]   Clk_Div[0]                          5       1230
max in group asynchronous   Clk_Div[9]        Reset                          2       1640
min                        Clk_Div[16]  Clk_Div[16]                          1        470
max                             Clk190  Clk_Div[18]                          1       1150
Power and IR drop assume default switching activity.
